==> design/flow/design.v <==
package alu_defs;
	parameter ARITH_RESULT = 1'b0;
	parameter LOGIC_RESULT = 1'b1;
	parameter ARITH_ADD =    3'b011;
	parameter ARITH_SUB =    3'b111;
	parameter ARITH_DIV =    3'b001;
	parameter ARITH_MUL =    3'b000;
	parameter ARITH_MOD =    3'b010;
	parameter LOGIC_SHIFTR = 3'b000;
	parameter LOGIC_SHIFTL = 3'b001;
	parameter LOGIC_AND =    3'b010;
	parameter LOGIC_XOR =    3'b011;
	parameter LOGIC_OR =     3'b100;
endpackage
package alu_defs;
	parameter ARITH_RESULT = 1'b0;
	parameter LOGIC_RESULT = 1'b1;
	parameter ARITH_ADD =    3'b011;
	parameter ARITH_SUB =    3'b111;
	parameter ARITH_DIV =    3'b001;
	parameter ARITH_MUL =    3'b000;
	parameter ARITH_MOD =    3'b010;
	parameter LOGIC_SHIFTR = 3'b000;
	parameter LOGIC_SHIFTL = 3'b001;
	parameter LOGIC_AND =    3'b010;
	parameter LOGIC_XOR =    3'b011;
	parameter LOGIC_OR =     3'b100;
endpackage
package alu_defs;
	parameter ARITH_RESULT = 1'b0;
	parameter LOGIC_RESULT = 1'b1;
	parameter ARITH_ADD =    3'b011;
	parameter ARITH_SUB =    3'b111;
	parameter ARITH_DIV =    3'b001;
	parameter ARITH_MUL =    3'b000;
	parameter ARITH_MOD =    3'b010;
	parameter LOGIC_SHIFTR = 3'b000;
	parameter LOGIC_SHIFTL = 3'b001;
	parameter LOGIC_AND =    3'b010;
	parameter LOGIC_XOR =    3'b011;
	parameter LOGIC_OR =     3'b100;
endpackage
module operand_decoder
(
	input [3:0] value_i,
	input logic sig,
	output [6:0] tens_o,
	output [6:0] units_o
);
	int tens_r;
	int units_r;
	seven_seg_decoder tens (
		.value_i(tens_r),
		.output_o(tens_o)
	);
	seven_seg_decoder units (
		.value_i(units_r),
		.output_o(units_o)
	);
	always_comb
	begin
		case (value_i)
			0:
			begin
				tens_r = '0;
				units_r = '0;
			end
			1:
			begin
				tens_r = '0;
				units_r = 1;
			end
			2:
			begin
				tens_r = '0;
				units_r = 2;
			end
			3:
			begin
				tens_r = '0;
				units_r = 3;
			end
			4:
			begin
				tens_r = '0;
				units_r = 4;
			end
			5:
			begin
				tens_r = '0;
				units_r = 5;
			end
			6:
			begin
				tens_r = '0;
				units_r = 6;
			end
			7:
			begin
				tens_r = '0;
				units_r = 7;
			end
			8:
			begin
				tens_r = sig ? 12: '0;
				units_r = 8;
			end
			9:
			begin
				tens_r = sig ? 12: '0;
				units_r = sig ? 7: 9;
			end
			10:
			begin
				tens_r = sig ? 12: 1;
				units_r = sig ? 6: '0;
			end
			11:
			begin
				tens_r = sig ? 12: 1;
				units_r = sig ? 5: 1;
			end
			12:
			begin
				tens_r = sig ? 12: 1;
				units_r = sig ? 4: 2;
			end
			13:
			begin
				tens_r = sig ? 12: 1;
				units_r = 3;
			end
			14:
			begin
				tens_r = sig ? 12: 1;
				units_r = sig ? 2: 4;
			end
			15:
			begin
				tens_r = sig ? 12: 1;
				units_r = sig ? 1: 5;
			end
			default:
			begin
				tens_r = 15;
				units_r = 16;
			end
		endcase
	end
endmodule
module seven_seg_decoder
(
	input int value_i,
	output [6:0] output_o
);
	always_comb
	begin
		case (value_i)
			0 : output_o = 7'b1000000; 
			1 : output_o = 7'b1111001; 
			2 : output_o = 7'b0100100; 
			3 : output_o = 7'b0110000; 
			4 : output_o = 7'b0011001; 
			5 : output_o = 7'b0010010; 
			6 : output_o = 7'b0000010; 
			7 : output_o = 7'b1111000; 
			8 : output_o = 7'b0000000; 
			9 : output_o = 7'b0010000; 
			10: output_o = 7'b1110111; 
			11: output_o = 7'b0011111; 
			12: output_o = 7'b0111111; 
			13: output_o = 7'b0011000; 
			14: output_o = 7'b1000000; 
			15: output_o = 7'b0110000; 
			16: output_o = 7'b1111010; 
			default: output_o = 7'b0110110; 
		endcase
	end
endmodule
==> design/flow/run.sh <==
#!/bin/bash
# OpenROAD 26Q1-2900-gdf79404cd8, Yosys 0.63+post, stock flow scripts
make -C /OpenROAD-flow-scripts/flow DESIGN_CONFIG=/design/flow/config.mk WORK_HOME=/design/flow/orfs finish
==> design/flow/config.mk <==
export PLATFORM = sky130hd
export DESIGN_NAME = operand_decoder
export DESIGN_NICKNAME = operand_decoder
export VERILOG_FILES = /design/flow/design.v
export SDC_FILE = /design/flow/constraint.sdc
export NUM_CORES = 4
export LEC_CHECK = 1
export CORE_AREA = 10 10 70 70
export DIE_AREA = 0 0 80 80
==> design/flow/constraint.sdc <==
current_design operand_decoder

set clk_period 1.9
set clk_io_pct 0.2

create_clock -name clk0 -period $clk_period

set non_clock_inputs [all_inputs -no_clocks]
set_input_delay [expr $clk_period * $clk_io_pct] -clock clk0 $non_clock_inputs
set_output_delay [expr $clk_period * $clk_io_pct] -clock clk0 [all_outputs]
==> out/metrics.yaml <==
die_x_um: 80
setup_violations: 6
placed_cells: 134
warnings: 41
place_hpwl_mm: 1.09
p_leak_nw: 0.459
crit_type: "primary input to output port"
vias: 530
finalWorstSetupSlack_ns: -0.236
hold_slack_ns: 1.29
crit_required_ns: 1.52
dr.pass1.iters: 4
area_delta_synth_final_pct: 155
io_buffers: 19
drt_wl_total_mm: 1.55
p_per_area_mw_per_mm2: 241
synth_cell_types: 27
violations: "negative setup slack"
slew_viol_final: 0
track_usage: 0.0473
crit_chain: "buf_8, or2b_1, a21oi_2, o22a_4, buf_6, inv_6, ha_4, mux2i_1, a41oi_1, buf_2"
gp_congestion: 0.903
die_area_mm2: 0.00640
syn_area_um2: 393
holdBufCountCts: 0
end_kind: "output port"
fillers: 345
rows: 21
top_layer: "met3"
wl_per_cell_um: 10.8
wl_met3_um: 111
rsz0062_at_grt: "true"
first_global_vias: 561
io_pins: 19
cp_slowest_stage_delay_ns: 0.22
comb_area_um2: 505
yosysWarnings: 20
met2_length_um: 654
drc_errors: 0
grt_max_degree: 8
antenna_found_initial: 0
ys_cells: 55
fp_util: 0.115
synth_cells: 55
drt_iter0_drc: 14
tightest_slew_ns: 0.328
startpoint_type: "primary input"
grt_pass1_wl_mm: 2.64
drive_gt1_frac: 0.724
finalHoldViolations: 0
stdcell_area_mm2: 0.00100
layout_top_cells: "18 x buf_4, 15 x buf_6, 8 x ha_4, 8 x buf_2, 5 x nand2_2"
final.min_clock_period_ns: 2.14
slew_headroom: 0.778
core_mm2: 0.00342
cpMaxStageDelayCell: "or2b_1"
nClkBuffers: 0
max-vdd-ir-drop_v: 0.0000492
viasPerCell: 3.68
synth.avg_cell_area_um2: 7.14
synth_seq_share: 0
final_cells: 144
worst-path-max-fanout: 6
ant_nets: 0
yosysChipArea_um2: 393
clock.fmax_mhz: 468
finalCritPeriodShare: 1.12
hold_path_class: "primary input to output port"
placed_area_um2: 777
maxCapViolations: 0
grt-ovfl-total: 0
regArea_um2: 0
final_common_cell: "buf_4"
crit_arrival_ns: 1.76
met1_length_um: 787
status: "finished with violations"
ff_count: 0
final.setup.tns_ns: -1.10
die_y_um: 80
antenna_cells: 0
## synth_stat cells
cell,instances,area [um^2]
a211oi_1,1,7.51
a21oi_1,1,5.00
a221o_1,1,10.0
a31oi_1,1,6.26
a41oi_1,1,8.76
and2b_2,1,8.76
and3b_1,1,8.76
buf_2,1,5.00
buf_4,3,22.5
clkbuf_1,1,3.75
ha_1,8,100
inv_1,7,26.3
mux2_2,1,11.3
mux2i_1,4,40.0
nand2_1,9,33.8
nand3_1,1,5.00
nand3_2,1,10.0
nor2_1,2,7.51
nor2b_1,2,12.5
nor3b_1,1,7.51
o21a_1,1,7.51
o21ai_1,1,5.00
o21ai_2,1,8.76
o22a_1,1,8.76
o41ai_1,1,8.76
or2b_1,1,7.51
or3_1,1,6.26
## area by class of cell
type,instances,area share
multi-input cells,43,0.504
repair buffers,48,0.408
well taps,46,0.0574
inverters,7,0.0312
## critical path, delay by kind of cell
family                     cells  cell delay (ns)
muxes                          1             0.16
AOI/OAI and AO/OA              3             0.45
buffers and inverters          4             0.41
and+or+nand+nor                1             0.22
adders and majority gates      1             0.15
## kinds of logic after synthesis
logic type | after synthesis | synth area share
fa+ha+maj | 8 | 0.255
mux | 5 | 0.131
simple gates | 20 | 0.274
compound gates | 10 | 0.194
buf+inv | 12 | 0.146
## per-layer routing
layer / global-route usage / vias up
met1: 0.0679 / 241
met2: 0.0722 / 13
met4: 0 / 0
met5: 0 / -
met3: 0.0136 / 0
li1: - / 276
## where the power goes
| part | internal (mW) | switching [mW] |
|---|---|---|
| Combinational | 0.146 | 0.0955 |
| Clock | 0 | 0 |
| Sequential | 0 | 0 |
## metrics by stage
step,total power [mW],utilization,worst slack [ns]
after global placement,0.183,0.227,-1.02
final,0.242,0.294,-0.236
after global routing,0.266,0.294,-0.353
after detailed placement,0.183,0.227,-1.04
after floorplan,0.0712,-,-0.00468
after CTS,0.238,0.291,-0.232
## final timing paths
| kind | from | to | slack, ns | cells after the start |
|---|---|---|---|---|
| max | sig | units_o[3] | -0.24 | 10 |
| min | value_i[3] | units_o[6] | 1.29 | 5 |
## what timing repair did
action / 4_1_cts / 5_1_grt
pin swaps: 17 / 7
gates resized: 92 / 13
endpoints found under the setup margin: 14 / 10
gates cloned: 0 / 0
setup buffers: 11 / 2
Power and IR drop assume default switching activity.
