==> ./constraint.sdc <==
current_design RegistroCargaInput

set clk_period 1.0
set clk_io_pct 0.2

create_clock -name clk0 -period $clk_period [get_ports {clk}]

set non_clock_inputs [all_inputs -no_clocks]
set_input_delay [expr $clk_period * $clk_io_pct] -clock clk0 $non_clock_inputs
set_output_delay [expr $clk_period * $clk_io_pct] -clock clk0 [all_outputs]
==> ./config.mk <==
export PLATFORM = sky130hd
export DESIGN_NAME = RegistroCargaInput
export DESIGN_NICKNAME = RegistroCargaInput
export VERILOG_FILES = /design/flow/design.v
export SDC_FILE = /design/flow/constraint.sdc
export NUM_CORES = 4
export LEC_CHECK = 1
export CORE_AREA = 10 10 70 70
export DIE_AREA = 0 0 80 80
==> ./run.sh <==
#!/bin/bash
# OpenROAD 26Q1-2900-gdf79404cd8, Yosys 0.63+post, stock flow scripts
make -C /OpenROAD-flow-scripts/flow DESIGN_CONFIG=/design/flow/config.mk WORK_HOME=/design/flow/orfs finish
==> ./design.v <==
package alu_defs;
	parameter ARITH_RESULT = 1'b0;
	parameter LOGIC_RESULT = 1'b1;
	parameter ARITH_ADD =    3'b011;
	parameter ARITH_SUB =    3'b111;
	parameter ARITH_DIV =    3'b001;
	parameter ARITH_MUL =    3'b000;
	parameter ARITH_MOD =    3'b010;
	parameter LOGIC_SHIFTR = 3'b000;
	parameter LOGIC_SHIFTL = 3'b001;
	parameter LOGIC_AND =    3'b010;
	parameter LOGIC_XOR =    3'b011;
	parameter LOGIC_OR =     3'b100;
endpackage
package alu_defs;
	parameter ARITH_RESULT = 1'b0;
	parameter LOGIC_RESULT = 1'b1;
	parameter ARITH_ADD =    3'b011;
	parameter ARITH_SUB =    3'b111;
	parameter ARITH_DIV =    3'b001;
	parameter ARITH_MUL =    3'b000;
	parameter ARITH_MOD =    3'b010;
	parameter LOGIC_SHIFTR = 3'b000;
	parameter LOGIC_SHIFTL = 3'b001;
	parameter LOGIC_AND =    3'b010;
	parameter LOGIC_XOR =    3'b011;
	parameter LOGIC_OR =     3'b100;
endpackage
package alu_defs;
	parameter ARITH_RESULT = 1'b0;
	parameter LOGIC_RESULT = 1'b1;
	parameter ARITH_ADD =    3'b011;
	parameter ARITH_SUB =    3'b111;
	parameter ARITH_DIV =    3'b001;
	parameter ARITH_MUL =    3'b000;
	parameter ARITH_MOD =    3'b010;
	parameter LOGIC_SHIFTR = 3'b000;
	parameter LOGIC_SHIFTL = 3'b001;
	parameter LOGIC_AND =    3'b010;
	parameter LOGIC_XOR =    3'b011;
	parameter LOGIC_OR =     3'b100;
endpackage
module RegistroCargaInput
#(parameter N = 4)
(
	clk,rst,a_in,b_in,opcode_in,
			a_out,b_out,opcode_out
);
	input logic clk;
	input logic rst;
	input logic [N-1:0] a_in;
	input logic [N-1:0] b_in;
	input logic [3:0] opcode_in;
	output logic [N-1:0] a_out;
	output logic [N-1:0] b_out;
	output logic [3:0] opcode_out;
	always @ (posedge clk or posedge rst)
		if(rst)
			begin
				a_out <= 0;
				b_out <= 0;
				opcode_out <= 0;
			end
		else
			begin
				a_out = a_in;
				b_out = b_in;
				opcode_out = opcode_in;
			end
endmodule
==> summary.txt <==
Implementation run completed; key figures follow.

Outcome:
- The run finished with clean final reports.

GRT:
- The run puts the global-route usage over all layers at 2.65%.
- The number of global-route vias before repair is 266.
- The run puts the number of antenna violations at the first check in global routing at 0.
- The run gives the largest net degree at the start of global routing as 13.
- Recorded from the global router log, the overflow total was 0.
- The run gives the global-route wire length before repair as 1300 um.

Finish:
- The run gives the multi-input combinational gate total as 0.
- The run gives the number of inserted filler cells in the final layout as 389.
- The run gives the multi-input combinational cell area as 0 um^2.
- The run gives the ratio of cells with drive above 1 in the final layout as 39.5%.
- The run gives the growth of design area from synthesis to finish as 95.9%.

Clocking:
- The run puts the number of sinks driven by the clock tree at 12.
- The run gives the TritonCTS clock tree as built.
- On the reported timing paths, the clock transition at the registers reads 0.07 ns.
- The cell sitting at the root of the clock tree is a sky130_fd_sc_hd__clkbuf_4.
- The number of clock buffers added by TritonCTS is 3.
- The run puts the number of levels in the clock H-tree at 1.
- The run gives the post-CTS repair timing setup buffer count as 0.
- The run puts the buffer levels on the longest clock path at 2.
- The number of hold buffers added after CTS was 0.

Setup path:
- The run gives the start point of the critical path as b_out[2].
- The run gives the worst endpoint required time as 0.80 ns.
- The run gives the critical path startpoint category as a flip-flop.
- The run gives the path type of the worst setup path as flip-flop to output port.
- The timing report attributes the biggest portion of critical-path delay to flip-flops.
- The arrival time of data at the worst endpoint is listed as 0.74 ns.
- The critical path ends at b_out[2].
- The run gives the biggest cell delay along the critical path as 0.37 ns.
- The run gives the sum of buffers and inverters on the critical path as 1.
- The run puts the instance count on the critical path at 1.
- For reference, the critical path cell chain is buf_2.
- Of all nets on the critical path, the largest fanout is 1.
- The run gives the critical path's slowest cell as sky130_fd_sc_hd__dfrtp_1.
- The run gives the capturing element type of the critical path as an output port.

Die:
- The run puts the vertical die size at 80 um.
- The run gives the total number of placement rows as 21.
- The run gives the die footprint as 0.00640 mm^2.
- The run puts the core outline area at 0.00342 mm^2.
- The run gives the x dimension of the die as 80 um.
- According to the I/O placement log, the pin count is 26.
- The run puts the floorplan utilization at 8.90%.

Power and ir drop:
- The run gives the static leakage as 0.269 nW.
- The report lists the power per cell area as 1620 mW/mm^2.
- The run puts the peak ir drop on the vdd network at 0.190 mV.

Logic synthesis:
- Averaged over all synthesized cells, the footprint is 23.4 um^2.
- The run gives the tally of unique sky130hd cells used after synthesis as 2.
- Summed over its instances, the top area cell type makes up 98.8% of the synthesized netlist area.
- For reference, the top cells by area after synthesis are sky130_fd_sc_hd__dfrtp_1 99%, sky130_fd_sc_hd__inv_1 1.2%.
- The run gives the cell area after synthesis as 304 um^2.
- Sorting the Yosys area breakdown by cell type puts at the top sky130_fd_sc_hd__dfrtp_1.
- The run gives the yosys-reported design area after synthesis as 304 um^2.
- The run puts the post-synthesis sequential area ratio at 98.8%.
- The run gives the number of warnings reported in the yosys synthesis log as 1.
- The run gives the synthesized instance count as 13.
- In the Yosys report the total cell count is 13.
- The run gives the synthesized flop and latch total as 12.

Timing:
- The run gives the minimum clock period as 0.938 ns.
- The run puts the final-layout setup total negative slack at 0 ns.
- The transition time recorded at the tightest slew-check pin is 0.151 ns.
- Per the timing report, the achievable frequency comes out to 1070 MHz.
- The run puts the worst hold margin at 0.224 ns.
- Per the slew report, the remaining headroom to the max-slew limit stands at 89.9%.
- The run gives the number of max-slew violations in the final report as 0.
- The run gives the final period utilization as 93.8%.
- Setup repair after global routing left no endpoint under its margin.
- The run gives the final number of setup-violating endpoints as 0.
- Counting endpoints that fail hold in the final report gives 0.

Place:
- The count of buffers added on input and output ports is 25.
- The run gives the routability-driven placement congestion ratio as 0.616.

Detailed routing:
- The run gives the total number of vias as 207.
- The run puts the antenna cell count at 0.
- The run puts the first-pass iteration count of the detailed router at 2.
- The run puts the count of antenna-violating nets left after detailed routing at 0.
- The run puts the routed wire length at 873 um.
- The run puts the violation tally from detailed-route iteration zero at 2.
- For this sky-water flow run, the detailed-routed wirelength per cell is reported as 9.81 um.
- The run puts the post-route DRC violation count at 0.
- For this run, the detailed router reports a per-instance via density of 2.33.

Flow run:
- The number of maximum-capacitance violations recorded for the run is 0.
- The run puts the warning total across the stage logs at 25.

Hold path:
- Checking hold timing, the worst path is listed with class primary input to async pin.
worst min path at each step:
stage / cells after the start / endpoint / slack, ns
CTS: 3 / a_out[0] / 0.22
global route: 3 / opcode_out[0] / 0.25
finish: 3 / a_out[0] / 0.22
kinds of logic (layout without fill, tap and decap cells):
logic type | Yosys count | count (layout) | synth area share (%)
flops | 12 | 12 | 98.8
buf+inv | 1 | 31 | 1.23
flip-flops by register name, indices dropped and copies added (netlist names):
register    cells
a_out           4
b_out           4
opcode_out      4
layout make-up:
cell class / count / area [um^2] / share of cell area, %
clock buffer: 4 / 36.3 / 6.09
inverter: 1 / 3.75 / 0.630
sequential: 12 / 300 / 50.4
tap: 46 / 57.6 / 9.66
timing repair buffer: 26 / 198 / 33.2
per-stage QoR:
step                utilization [%]  worst slack [ns]  total power [W]  cell area (um^2)  cells
floorplan                         -             0.488         0.000525               304     13
global placement               18.1            0.0214         0.000633               619     85
detailed placement             18.1            0.0188         0.000635               619     85
CTS                            17.4            0.0392         0.000990               596     89
global route                   17.4            0.0194          0.00101               596     89
finish                         17.4            0.0623         0.000963               596     89
report_power, final:
part / internal, W / switching [W] / total (W)
Clock: 0.000221 / 0.000146 / 0.000367
Sequential: 0.000509 / 0.00000510 / 0.000514
Combinational: 0.0000620 / 0.0000197 / 0.0000817
Total: 0.000792 / 0.000171 / 0.000963
layout by cell type (no fill, tap or decap):
cell,count
sky130_fd_sc_hd__clkbuf_4,3
sky130_fd_sc_hd__inv_1,1
sky130_fd_sc_hd__buf_4,1
sky130_fd_sc_hd__clkdlybuf4s50_1,13
sky130_fd_sc_hd__clkbuf_8,1
sky130_fd_sc_hd__buf_2,12
sky130_fd_sc_hd__dfrtp_1,12
synthesized netlist by cell type (all sizes together):
| master | instances |
|---|---|
| dfrtp | 12 |
| inv | 1 |
per-layer routing:
| layer | up-vias | share of wire (%) | track usage (%) |
|---|---|---|---|
| met5 | - | 0 | 0 |
| met4 | 0 | 0 | 0.528 |
| met3 | 0 | 4.7 | 1.14 |
| met2 | 4 | 64 | 5.14 |
| met1 | 106 | 31 | 2.47 |
| li1 | 97 | - | - |
what timing repair did:
action,4_1_cts,5_1_grt
resized,36,0
endpoints found under the hold margin,0,0
setup endpoints to repair,12,0
Power is estimated from default activity; no workload was simulated.
