==> ./run.sh <==
#!/bin/bash
# OpenROAD 26Q1-2900-gdf79404cd8, Yosys 0.63+post, stock flow scripts
make -C /OpenROAD-flow-scripts/flow DESIGN_CONFIG=/design/flow/config.mk WORK_HOME=/design/flow/orfs finish
==> ./config.mk <==
export PLATFORM = sky130hd
export DESIGN_NAME = opcode_decoder
export DESIGN_NICKNAME = opcode_decoder
export VERILOG_FILES = /design/flow/design.v
export SDC_FILE = /design/flow/constraint.sdc
export NUM_CORES = 4
export LEC_CHECK = 1
export CORE_AREA = 10 10 70 70
export DIE_AREA = 0 0 80 80
==> ./constraint.sdc <==
current_design opcode_decoder

set clk_period 3.2
set clk_io_pct 0.2

create_clock -name clk0 -period $clk_period

set non_clock_inputs [all_inputs -no_clocks]
set_input_delay [expr $clk_period * $clk_io_pct] -clock clk0 $non_clock_inputs
set_output_delay [expr $clk_period * $clk_io_pct] -clock clk0 [all_outputs]
==> ./design.v <==
package alu_defs;
	parameter ARITH_RESULT = 1'b0;
	parameter LOGIC_RESULT = 1'b1;
	parameter ARITH_ADD =    3'b011;
	parameter ARITH_SUB =    3'b111;
	parameter ARITH_DIV =    3'b001;
	parameter ARITH_MUL =    3'b000;
	parameter ARITH_MOD =    3'b010;
	parameter LOGIC_SHIFTR = 3'b000;
	parameter LOGIC_SHIFTL = 3'b001;
	parameter LOGIC_AND =    3'b010;
	parameter LOGIC_XOR =    3'b011;
	parameter LOGIC_OR =     3'b100;
endpackage
package alu_defs;
	parameter ARITH_RESULT = 1'b0;
	parameter LOGIC_RESULT = 1'b1;
	parameter ARITH_ADD =    3'b011;
	parameter ARITH_SUB =    3'b111;
	parameter ARITH_DIV =    3'b001;
	parameter ARITH_MUL =    3'b000;
	parameter ARITH_MOD =    3'b010;
	parameter LOGIC_SHIFTR = 3'b000;
	parameter LOGIC_SHIFTL = 3'b001;
	parameter LOGIC_AND =    3'b010;
	parameter LOGIC_XOR =    3'b011;
	parameter LOGIC_OR =     3'b100;
endpackage
package alu_defs;
	parameter ARITH_RESULT = 1'b0;
	parameter LOGIC_RESULT = 1'b1;
	parameter ARITH_ADD =    3'b011;
	parameter ARITH_SUB =    3'b111;
	parameter ARITH_DIV =    3'b001;
	parameter ARITH_MUL =    3'b000;
	parameter ARITH_MOD =    3'b010;
	parameter LOGIC_SHIFTR = 3'b000;
	parameter LOGIC_SHIFTL = 3'b001;
	parameter LOGIC_AND =    3'b010;
	parameter LOGIC_XOR =    3'b011;
	parameter LOGIC_OR =     3'b100;
endpackage
module opcode_decoder
(
	input int value_i,
	output [6:0] tens_o,
	output [6:0] units_o
);
	int tens_r;
	int units_r;
	seven_seg_decoder tens (
		.value_i(tens_r),
		.output_o(tens_o)
	);
	seven_seg_decoder units (
		.value_i(units_r),
		.output_o(units_o)
	);
	always_comb
	begin
		case (value_i)
			0:
			begin
				tens_r = 0;
				units_r = 1;
			end
			1:
			begin
				tens_r = 0;
				units_r = 2;
			end
			2:
			begin
				tens_r = 0;
				units_r = 3;
			end
			3:
			begin
				tens_r = 0;
				units_r = 4;
			end
			4:
			begin
				tens_r = 0;
				units_r = 5;
			end
			5:
			begin
				tens_r = 0;
				units_r = 6;
			end
			6:
			begin
				tens_r = 0;
				units_r = 7;
			end
			7:
			begin
				tens_r = 0;
				units_r = 8;
			end
			9:
			begin
				tens_r = 0;
				units_r = 9;
			end
			14:
			begin
				tens_r = 1;
				units_r = 0;
			end
			default:
			begin
				tens_r = 15;
				units_r = 16;
			end
		endcase
	end
endmodule
module seven_seg_decoder
(
	input int value_i,
	output [6:0] output_o
);
	always_comb
	begin
		case (value_i)
			0 : output_o = 7'b1000000; 
			1 : output_o = 7'b1111001; 
			2 : output_o = 7'b0100100; 
			3 : output_o = 7'b0110000; 
			4 : output_o = 7'b0011001; 
			5 : output_o = 7'b0010010; 
			6 : output_o = 7'b0000010; 
			7 : output_o = 7'b1111000; 
			8 : output_o = 7'b0000000; 
			9 : output_o = 7'b0010000; 
			10: output_o = 7'b1110111; 
			11: output_o = 7'b0011111; 
			12: output_o = 7'b0111111; 
			13: output_o = 7'b0011000; 
			14: output_o = 7'b1000000; 
			15: output_o = 7'b0110000; 
			16: output_o = 7'b1111010; 
			default: output_o = 7'b0110110; 
		endcase
	end
endmodule
==> impl_metrics.env <==
# yosys + openroad results
export IMPL_num_vias=1021
export IMPL_antennaDiodeCount=0
export IMPL_logic_area_sq_um=876
export IMPL_finalHoldViolCount=0
export IMPL_hp_class="in -> out"
export IMPL_wire_per_inst_um=13.9
export IMPL_grt_max_degree=13
export IMPL_top_logic_kind="simple AND/OR/NAND/NOR gates"
export IMPL_num_rows=21
export IMPL_placedCellCount=207
export IMPL_hp_start="value_i[8]"
export IMPL_avgSynthCellArea_sq_um=7.12
export IMPL_holdBufCountCts=0
export IMPL_ys_seq_frac=0
export IMPL_flops=0
export IMPL_syn_area_sq_um=691
export IMPL_startpoint="value_i[12]"
export IMPL_routed_via_density=4.77
export IMPL_drtAntennaViolNets=0
export IMPL_path_class="in -> out"
export IMPL_first_pass_iters=4
export IMPL_critPathArrivalTime_ns=2.62
export IMPL_globalplace_congestion=0.879
export IMPL_syn_instance_count=97
export IMPL_die_width_um=80
export IMPL_fp_util=0.202
export IMPL_setup_violations=1
export IMPL_maxSlewViolCount=0
export IMPL_drt_wl_total_um=2970
export IMPL_grt_pass1_wl_um=4640
export IMPL_synthAdderAreaFrac=0.199
export IMPL_drv_cap=0
export IMPL_overflow=0
export IMPL_final_util=0.461
export IMPL_ys_types=40
export IMPL_io_buffers=44
export IMPL_fin_cells=214
export IMPL_yosys_area_share_simple=0.377
export IMPL_drc_errors=0
export IMPL_power_density_nw_per_um2=67.4
export IMPL_area_growth_syn_to_layout_pct=128
export IMPL_fin_crit_sh=1.02
export IMPL_start_kind="input pin"
export IMPL_chipArea_sq_um=6400
export IMPL_fillers=316
export IMPL_hold_end="units_o[3]"
export IMPL_grt_pass1_vias=1047
export IMPL_drt_iter0_markers=87
export IMPL_nClkBuffers=0
export IMPL_critical_path_max_fanout=4
export IMPL_fin_crit_ns=3.26
export IMPL_peakVddDrop_v=0.0000474
export IMPL_seq_area_sq_um=0
export IMPL_die_h_um=80
export IMPL_grt_usage=0.0841
export IMPL_warnings=43
export IMPL_synth_xor_area_share=0
export IMPL_worstHoldPathCells=7
export IMPL_cp_end_kind="output pin"
export IMPL_yosys_area_share_aoi=0.266
export IMPL_failed_checks="negative setup slack"
export IMPL_antenna_found_initial=0
export IMPL_drive_above_1_share=0.571
export IMPL_synth_warnings=20
export IMPL_hpwl_um=2240
export IMPL_power_leakage_nw=0.641
export IMPL_worstPathRequired_ns=2.56
export IMPL_status="complete, but fails checks"
export IMPL_mux_share=0.0326
export IMPL_fmax_ghz=0.307
export IMPL_yosysChipArea_sq_um=691
export IMPL_ys_cells=97
export IMPL_rsz0062_at_grt="yes"
export IMPL_io_pins=46
export IMPL_core_sq_um=3420
export IMPL_fin_ws_ns=-0.0606
cell families (layout without fill, tap and decap cells):
logic type	Yosys count	count (layout)
AND/OR/NAND/NOR	44	44
AND-OR/OR-AND	25	25
buffers and inverters	15	85
adder cells (fa/ha/maj)	11	11
other	1	2
multiplexers	1	1
cell usage after synthesis:
library cell,instances,area share
a211o_1,1,0.013
o22ai_1,1,0.0091
nand3_1,5,0.036
and2_1,1,0.0091
buf_2,3,0.022
a21boi_0,1,0.011
a21oi_2,1,0.013
o21a_1,1,0.011
nand4_1,1,0.0091
a21boi_1,1,0.011
inv_2,2,0.011
a21oi_1,3,0.022
nand2_1,4,0.022
nand2b_1,6,0.054
nand2b_4,1,0.020
nor2b_1,2,0.018
conb_1,1,0.0054
a311o_1,1,0.014
o31a_1,1,0.013
inv_1,5,0.027
and3_1,3,0.027
nor2_1,8,0.043
o32ai_1,1,0.013
o31ai_1,2,0.022
mux4_2,1,0.033
nand2b_2,1,0.013
a2111oi_0,1,0.013
and4_1,3,0.038
a221o_1,1,0.014
a31oi_1,1,0.0091
nand3b_1,1,0.011
a21o_4,1,0.022
buf_4,4,0.043
o21ai_1,3,0.022
buf_6,1,0.016
and3b_1,1,0.013
nor4_1,7,0.063
o21ai_0,2,0.014
a211oi_1,2,0.022
ha_1,11,0.20
metrics by stage:
step / area (sq um) / hold slack (ns) / power [mW] / setup WS [ns] / TNS, ns
after CTS: 1500 / 1.90 / 0.0985 / -0.0675 / -0.0724
final: 1570 / 1.90 / 0.106 / -0.0606 / -0.0606
after global placement: 1340 / 2.47 / 0.0947 / -0.836 / -4.81
after global routing: 1570 / 1.98 / 0.114 / -0.199 / -0.274
after floorplan: 694 / 1.52 / 0.0375 / 0.210 / 0
after detailed placement: 1340 / 2.46 / 0.0958 / -0.873 / -5.03
power breakdown:
part,leakage [nW],switching (mW),internal [mW]
combinational,0.641,0.0498,0.0563
clock,0,0,0
sequential,0,0,0
how the worst max path moves through the flow:
stage / end / slack, ns
6_report: units_o[3] / -0.06
5_1_grt: units_o[3] / -0.20
4_1_cts: units_o[3] / -0.07
area by class of cell:
cell class | count | area share
tap | 46 | 0.0366
inverter | 7 | 0.0183
multi-input combinational | 83 | 0.556
timing repair buffer | 78 | 0.389
layout by cell type (no fill, tap or decap), types with 2 or more instances in the layout:
cell type,netlist,final
a211oi_1,2,2
a21oi_1,3,3
and3_4,0,2
and4_1,3,3
buf_2,3,17
buf_4,4,31
buf_6,1,10
clkbuf_2,0,2
clkdlybuf4s15_1,0,6
clkdlybuf4s50_1,0,5
conb_1,1,2
dlygate4sd2_1,0,7
ha_1,11,4
ha_4,0,6
inv_1,5,3
inv_2,2,3
nand2_1,4,4
nand2b_1,6,5
nand2b_4,1,2
nand3_1,5,4
nor2_1,8,7
nor2b_4,0,2
nor4_4,0,7
o21ai_1,3,4
worst max-delay path: stages:
cell and delay, ns:
buf_6 0.09, nor4_4 0.29, nand4_1 0.20, nor2_4 0.20, o21a_1 0.18, buf_6 0.11, ha_4 0.14, nor2b_4 0.14
a2111oi_2 0.04, a221o_1 0.29, o31ai_2 0.17, buf_2 0.13
per-layer routing:
| metal | up-vias | wire, um | global-route usage |
|---|---|---|---|
| met5 | - | 0 | 0 |
| met4 | 0 | 14 | 0.00528 |
| met3 | 2 | 433 | 0.0420 |
| met2 | 57 | 1210 | 0.127 |
| met1 | 463 | 1310 | 0.110 |
| li1 | 499 | - | - |
repair_timing:
item	4_1_cts	5_1_grt
buffers inserted	4	3
gates resized	153	23
setup endpoints to repair	9	6
endpoints found under the hold margin	0	0
pin swaps	21	16
Power figures rest on the tool's default switching activity, not on a simulated workload.
